### flow/config.mk
export PLATFORM = sky130hd
export DESIGN_NAME = IOCTRL
export DESIGN_NICKNAME = IOCTRL
export VERILOG_FILES = /design/flow/design.v
export SDC_FILE = /design/flow/constraint.sdc
export NUM_CORES = 4
export LEC_CHECK = 1
export CORE_UTILIZATION = 30
### flow/constraint.sdc
current_design IOCTRL

set clk_period 5.5
set clk_io_pct 0.2

create_clock -name clk0 -period $clk_period [get_ports {CLK}]

set non_clock_inputs [all_inputs -no_clocks]
set_input_delay [expr $clk_period * $clk_io_pct] -clock clk0 $non_clock_inputs
set_output_delay [expr $clk_period * $clk_io_pct] -clock clk0 [all_outputs]
### flow/design.v
module IOCTRL( CLK, UPDATE, RESET, ENABLE, WR, ADRS, IN, OUT, STKTRG12, CSTART12, DIPSW, IsMOTOS );
 input			CLK;
 input			UPDATE;
 input			RESET;
 input			ENABLE;
 input			WR;
 input	[5:0]	ADRS;
 input	[7:0]	IN;
 output 	[7:0]	OUT;
 input  [11:0]	STKTRG12;		 
 input	[2:0]	CSTART12;		 
 input  [23:0] DIPSW;			 
 output 			IsMOTOS;
reg		[3:0]	mema[0:15];
reg		[3:0]	memb[0:15];
reg		[3:0]	memc[0:31];
reg	   [3:0]	outr;
reg		[7:0]	credits;
reg		[7:0]	credit_add, credit_sub;
reg		[9:0]	pSTKTRG12;
reg		[2:0]	pCSTART12;
reg				bUpdate;
reg				bIOMode = 0;
assign	OUT = { 4'b1111, outr };
assign	IsMOTOS = bIOMode;
wire	  [11:0]	iSTKTRG12 = ( STKTRG12 ^ pSTKTRG12 ) & STKTRG12;
wire		[2:0]	iCSTART12 = ( CSTART12 ^ pCSTART12 ) & CSTART12;
wire		[3:0]	CREDIT_ONES, CREDIT_TENS;
BCDCONV	creditsBCD( credits, CREDIT_ONES, CREDIT_TENS );
always @ ( posedge CLK ) begin
	if ( ENABLE ) begin
		if ( ADRS[5] )	begin
			if ( WR ) memc[ADRS[4:0]] <= IN;
			outr <= memc[ADRS[4:0]];
		end else if ( ADRS[4] )	begin
			if ( WR ) memb[ADRS[3:0]] <= IN;
			outr <= memb[ADRS[3:0]];
		end else begin
			if ( WR ) mema[ADRS[3:0]] <= IN;
			outr <= mema[ADRS[3:0]];
		end
	end
	if ( RESET ) begin
		pCSTART12  <= 0;
		pSTKTRG12  <= 0;
		bUpdate    <= 0;
		bIOMode     = 0;
		credits     = 0;
	end
	else begin
		if ( UPDATE & (~bUpdate) ) begin
			if ( mema[4'h8] == 4'h8 ) bIOMode = 1'b1;		 
			if ( bIOMode ) begin
		case ( mema[4'h8] )
		4'h1: begin
			mema[4'h0] <= { 3'b00, CSTART12[2] };
			mema[4'h1] <= STKTRG12[3:0];
			mema[4'h2] <= STKTRG12[9:6];
			mema[4'h3] <= { CSTART12[1], CSTART12[0], STKTRG12[10], STKTRG12[4] };
		end
		4'h8: begin
			mema[4'h0] <= 4'h6;
			mema[4'h1] <= 4'h9; 
		end
		default: begin end
		endcase
		case ( memb[4'h8] )
		4'h8: begin
			memb[4'h0] <= 4'h6;
			memb[4'h1] <= 4'h9; 
		end
		4'h9: begin
			memb[4'h0] <= 0;
			memb[4'h1] <= 0;
			memb[4'h2] <= 0;
			memb[4'h3] <= 0;
			memb[4'h4] <= 0;
			memb[4'h5] <= 0;
			memb[4'h6] <= 0;
			memb[4'h7] <= 0;
		end
		default: begin end
		endcase
			end
			else begin
		case ( mema[4'h8] )
		4'h1: begin
			mema[4'h0] <= 0;
			mema[4'h1] <= 0;
			mema[4'h2] <= 0;
			mema[4'h3] <= 0;
		end
		4'h3: begin
			credit_add = 0;
			credit_sub = 0;
			if ( iCSTART12[2] & ( credits < 99 ) ) begin
				credit_add = 8'h01;
				credits = credits + 1;
			end
			if ( mema[4'h9] == 0 ) begin
				if ( ( credits >= 2 ) & iCSTART12[1] ) begin
					credit_sub = 8'h02;
					credits = credits - 2;
				end else if ( ( credits >= 1 ) & iCSTART12[0] ) begin
					credit_sub = 8'h01;
					credits = credits - 1;
				end
			end
			mema[4'h0] <= credit_add;
			mema[4'h1] <= credit_sub;
			mema[4'h2] <= CREDIT_TENS;
			mema[4'h3] <= CREDIT_ONES;
			mema[4'h4] <= STKTRG12[3:0]; 
			mema[4'h5] <= { CSTART12[0], iCSTART12[0], STKTRG12[4], iSTKTRG12[4] };
			mema[4'h6] <= STKTRG12[9:6];				
			mema[4'h7] <= { CSTART12[1], iCSTART12[1], STKTRG12[10], iSTKTRG12[10] };
		end
		4'h4: begin
			mema[4'h0] <= 0;
			mema[4'h1] <= 0;
			mema[4'h2] <= 0;
			mema[4'h3] <= 0;
			mema[4'h4] <= 0;
			mema[4'h5] <= 0;
			mema[4'h6] <= { CSTART12[1], CSTART12[0], 2'b00 };
			mema[4'h7] <= { CSTART12[1], CSTART12[0], 2'b00 };
		end
		4'h5: begin
			mema[4'h0] <= 4'h0;
			mema[4'h1] <= 4'h8; 
			mema[4'h2] <= 4'h4; 
			mema[4'h3] <= 4'h6; 
			mema[4'h4] <= 4'hE; 
			mema[4'h5] <= 4'hD; 
			mema[4'h6] <= 4'h9; 
			mema[4'h7] <= 4'hD; 
		end
		default: begin end
		endcase
		case ( memb[4'h8] )
		4'h1: begin
			memb[4'h0] <= 0;
			memb[4'h1] <= 0;
			memb[4'h2] <= 0;
			memb[4'h3] <= 0;
		end
		4'h3: begin
			memb[4'h0] <= 0;
			memb[4'h1] <= 0;
			memb[4'h2] <= 0;
			memb[4'h3] <= 0;
			memb[4'h4] <= 0;
			memb[4'h5] <= 0;
			memb[4'h6] <= 0;
			memb[4'h7] <= 0;
		end
		4'h4: begin
			memb[4'h0] <= DIPSW[11:8];
			memb[4'h1] <= DIPSW[3:0];
			memb[4'h2] <= DIPSW[7:4];
			memb[4'h4] <= DIPSW[15:12];
			memb[4'h6] <= DIPSW[7:4];
			memb[4'h3] <= 0;
			memb[4'h5] <= { DIPSW[3:2], STKTRG12[ 5], iSTKTRG12[ 5] };
			memb[4'h7] <= {      2'b00, STKTRG12[11], iSTKTRG12[11] };
		end
		4'h5: begin
			memb[4'h0] <= 4'h0;
			memb[4'h1] <= 4'h8; 
			memb[4'h2] <= 4'h4; 
			memb[4'h3] <= 4'h6; 
			memb[4'h4] <= 4'hE; 
			memb[4'h5] <= 4'hD; 
			memb[4'h6] <= 4'h9; 
			memb[4'h7] <= 4'hD; 
		end
		default: begin end
		endcase
			end
			pCSTART12 <= CSTART12;
			pSTKTRG12 <= STKTRG12;
		end
		bUpdate <= UPDATE;
	end
end
endmodule
module add3(in,out);
input [3:0] in;
output [3:0] out;
reg [3:0] out;
always @ (in)
	case (in)
	4'b0000: out <= 4'b0000;
	4'b0001: out <= 4'b0001;
	4'b0010: out <= 4'b0010;
	4'b0011: out <= 4'b0011;
	4'b0100: out <= 4'b0100;
	4'b0101: out <= 4'b1000;
	4'b0110: out <= 4'b1001;
	4'b0111: out <= 4'b1010;
	4'b1000: out <= 4'b1011;
	4'b1001: out <= 4'b1100;
	default: out <= 4'b0000;
	endcase
endmodule
module BCDCONV(A,ONES,TENS);
input  [7:0] A;
output [3:0] ONES, TENS;
wire   [3:0] c1,c2,c3,c4,c5,c6,c7;
wire   [3:0] d1,d2,d3,d4,d5,d6,d7;
assign d1 = {1'b0,A[7:5]};
assign d2 = {c1[2:0],A[4]};
assign d3 = {c2[2:0],A[3]};
assign d4 = {c3[2:0],A[2]};
assign d5 = {c4[2:0],A[1]};
assign d6 = {1'b0,c1[3],c2[3],c3[3]};
assign d7 = {c6[2:0],c4[3]};
add3 m1(d1,c1);
add3 m2(d2,c2);
add3 m3(d3,c3);
add3 m4(d4,c4);
add3 m5(d5,c5);
add3 m6(d6,c6);
add3 m7(d7,c7);
assign ONES = {c5[2:0],A[0]};
assign TENS = {c7[2:0],c5[3]};
endmodule
### flow/run.sh
#!/bin/bash
# OpenROAD 26Q1-2900-gdf79404cd8, Yosys 0.63+post, stock flow scripts
make -C /OpenROAD-flow-scripts/flow DESIGN_CONFIG=/design/flow/config.mk WORK_HOME=/design/flow/orfs finish
==> impl_metrics.ini <==
; flow metrics
[route]
avgRoutedWirePerCell_um = 19.2
drc = 0
drt_iter0_markers = 581
routed_wl_um = 30500
firstDrtPassIters = 5
detail-route-antenna-nets = 0
vias = 8043
viasPerCell = 5.06

[sta]
slew_headroom_pct = 46.8
worstMarginPinSlew_ns = 0.789
period_needed_ns = 4.18
setup_slack_ns = 1.32
post-route-period-util_pct = 76.0
setup-tns-final_ns = 0
skew_ns = 0.0184
drv_slew = 0
setup_viol = 0
hold_viol_final = 0
fmax_mhz = 239
rsz0062_at_grt = no

[logic_synthesis]
yosys_warnings = 2
numSynthFlops = 279
syn_avg_cell_area_um2 = 14.0
top_area_share_pct = 58.7
ys_async_sr_fraction_pct = 0
ys_area_um2 = 13200
synth_seq_share_pct = 62.0
aoi_share_pct = 8.92
adder_share_pct = 0.571
mux_share_pct = 14.1
ys_top_cells_by_area = edfxtp_1 (59%), mux4_2 (13%), dfxtp_1 (3.3%)
xor_area_share_pct = 0.666
synth_area_um2 = 13200
synth-main-ff-cell = edfxtp_1
synth_stat.cells = 942
edf_count = 257
synthTopLogicFamily = multiplexers
syn_inst = 942
synth-simple-area-share_pct = 11.1
synth_cell_types = 77
yosysTopAreaCell = edfxtp_1

[grt]
grt_first_pass_wirelength_um = 47400
gr-total-overflow = 0
grt_start_max_net_pins = 70
grt_pass1_vias = 8249
antenna_found_initial = 7
grt_usage_pct = 14.7

[die]
ios = 67
core_area_um2 = 43200
die_h_um = 211
die_w_um = 211
placementRows = 76
die_area_um2 = 44700
fp_util_pct = 30.5

[placement]
place_area_um2 = 14200
portBuffers = 50
placedCellCount = 1532
place_ws_ns = 0.734
globalplace.congestion = 0.876
hpwl_um = 20700

[critical_path]
critical_path.max_stage_delay_ns = 0.58
critical_path_arrival_ns = 4.62
crit_slowest_cell = clkdlybuf4s50_1
crit_path_cell_trace = clkdlybuf4s50_1 > nor3b_4 > o21ai_2 > xnor2_1 > inv_1 > ha_1 > o41a_1 > o31a_1 > a2111oi_4 > mux2i_1 > nor2b_1 > mux2_1
crit_fanout = 10
cp-start-kind = input port
cp-end-kind = flop
cp.required_ns = 5.94
ff2ff_path_depth = 11
worstSetupPathType = input port to flop

[finish]
drive_gt1_share_pct = 16.2
lay_top_cells = edfxtp_1 (257), nand2_1 (101), nor2_1 (90)
comb_area_um2 = 4680
layout_top_cell_excl_fill_tap = edfxtp_1
fin_cells = 1588
fillCellCount = 4074
syn2layout_area_growth_pct = 15.1
fin_area_um2 = 15100
regArea_um2 = 8160

[cts]
cts_tree = built
cts_sinks = 279
path_clk_slew_ns = 0.06
hold_buffers = 0
cts.repair.resized = 0
cts.path.max_buffers = 3
clock_tree.htree_level_count = 1
cts_buffers = 29
cts_root_buf = clkbuf_16
post-cts-setup-buffer-count = 0
insertion_delay_ns = 0.57

[status]
status = complete, no violations

[pwr]
p_sw_mw = 0.951
power_density_nw_per_um2 = 294
comb_power_share_pct = 6.5
max-vdd-ir-drop_uv = 229
internal_power_mw = 3.51
p_leak_nw = 4.78
clockPowerShare_pct = 40.9
swShare_pct = 21.3
p_seq_share_pct = 52.5
total_power_mw = 4.46

[worst_hold_path]
min_path_type = flop to flop
hold_depth = 2

[flow_run]
warnings = 40
drv_cap = 0
==> through the flow <==
step | utilization [%] | hold slack [ns]
CTS | 35.0 | 0.461
global placement | 33.0 | 0.446
finish | 35.1 | 0.459
detailed placement | 33.0 | 0.454
floorplan | - | 0.433
global route | 35.1 | 0.500
==> kinds of logic after synthesis <==
family	count (synthesis)
AND/OR/NAND/NOR	306
flip-flops	279
AND-OR/OR-AND	174
multiplexers	87
buffers and inverters	79
XOR/XNOR	10
adder cells (fa/ha/maj)	6
other	1
==> area by class of cell <==
cell class / instances / area share (%)
sequential: 279 / 53.9
multi-input combinational: 587 / 30.9
clock buffer: 38 / 5.15
tap: 585 / 4.83
timing repair buffer: 69 / 4.15
clock inverter: 14 / 0.702
inverter: 12 / 0.298
antenna: 4 / 0.0661
==> synth_stat cells (10+ instances only) <==
library cell and number:
buf_1 11, a22o_1 10, a31oi_1 14, nand2_1 101, nand2b_1 17, a21oi_1 36
dfxtp_1 22, nor2b_1 18, nand3_1 18, nor2_1 90, inv_1 12, mux4_2 78
o21ai_0 52, clkbuf_1 45, edfxtp_1 257, nor3_1 11
==> sequential cells by signal, indices dropped and copies added, names as in the netlist <==
name	count
memb	64
outr	4
pSTKTRG12	2
mema	64
bIOMode	1
credits	8
creditsBCD.c1	4
bUpdate	1
memc	128
pCSTART12	3
==> final timing paths <==
path	start	end	slack, ns
worst max-delay path	CSTART12[2]	creditsBCD.c1[0]$_DFF_P_	1.32
worst min register to register	pCSTART12[1]$_SDFFE_PP0P_	pCSTART12[1]$_SDFFE_PP0P_	0.46
worst min-delay path	pCSTART12[1]$_SDFFE_PP0P_	pCSTART12[1]$_SDFFE_PP0P_	0.46
worst max register to register	credits[1]$_SDFFE_PP0P_	creditsBCD.c1[0]$_DFF_P_	1.66
==> layer usage <==
layer | GRT usage (%) | wire, µm
met5 | 0 | 36
met4 | 2.65 | 653
met3 | 7.35 | 3400
met2 | 23.0 | 14300
met1 | 19.2 | 12100
==> critical path: cells and delay by family <==
kind,cells,cell delay (ns)
compound gates,4,1.37
buf+inv,2,0.69
mux,2,0.65
simple gates,2,0.32
xor+xnor,1,0.28
fa+ha+maj,1,0.21
==> power groups by stage <==
stage	registers, mW	clock network (mW)	logic (mW)
6_report	2.34	1.82	0.291
5_1_grt	2.34	1.95	0.318
4_1_cts	2.34	1.87	0.297
Power and IR drop assume default switching activity.
